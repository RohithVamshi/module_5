`design/flow/run.sh`:
```
#!/bin/bash
# OpenROAD 26Q1-2900-gdf79404cd8, Yosys 0.63+post, stock flow scripts
make -C /OpenROAD-flow-scripts/flow DESIGN_CONFIG=/design/flow/config.mk WORK_HOME=/design/flow/orfs finish
```
`design/flow/config.mk`:
```
export PLATFORM = sky130hd
export DESIGN_NAME = fsm_2
export DESIGN_NICKNAME = fsm_2
export VERILOG_FILES = /design/flow/design.v
export SDC_FILE = /design/flow/constraint.sdc
export NUM_CORES = 4
export LEC_CHECK = 1
export CORE_AREA = 10 10 106 106
export DIE_AREA = 0 0 116 116
```
`design/flow/constraint.sdc`:
```
current_design fsm_2

set clk_period 2.6
set clk_io_pct 0.2

create_clock -name clk0 -period $clk_period [get_ports {clk}]

set non_clock_inputs [all_inputs -no_clocks]
set_input_delay [expr $clk_period * $clk_io_pct] -clock clk0 $non_clock_inputs
set_output_delay [expr $clk_period * $clk_io_pct] -clock clk0 [all_outputs]
```
`design/flow/design.v`:
```
module fsm_2(
 input clk,
input arst,
input [15:0]s_data,
input s_valid,
input s_last,
output s_ready,
input [7:0]s_keep,
output  reg [15:0] m_data,
output reg m_valid,
output reg m_last,
input  m_ready,
output reg [7:0]m_keep,
input rd_en,
input [11:0]mem,
output reg last
    );
    reg [11:0]n=0;reg [6:0]temp,tem;
    reg [3:0]fifo[128:0];
    reg[11:0]count;
    reg [6:0]wr_ptr,rd_ptr;
    reg [3:0]state,next_state;
    parameter s0=3'd0,s1=3'd1,s2=3'd2,s3=3'd3,s4=3'd4,idle=3'd5;
    assign s_ready=m_ready;
    always@(posedge clk)
    begin
    if(~arst) begin
    wr_ptr<=0;rd_ptr<=0;count<=0;
    state<=idle;end
    else
    state<=next_state;
    end
    always@(posedge clk)
    begin
    case(state)
    idle:begin
           next_state=s0;
        end
    s0:begin
          if(s_valid & s_ready)
          begin
            if(s_keep==7'd0)
            next_state=s0;
            else if(s_keep==7'd4)
            next_state=s1;
            else if(s_keep==7'd8)
            next_state=s2;
            else if(s_keep==7'd12)
            next_state=s3;
            else if(s_keep==7'd16)
            next_state=s4;
          end
        end
     s1:begin
           if(s_valid & s_ready)
              begin
                if(s_keep==7'd0)
                next_state=s0;
                else if(s_keep==7'd4)
                next_state=s1;
                else if(s_keep==7'd8)
                next_state=s2;
                else if(s_keep==7'd12)
                next_state=s3;
                else if(s_keep==7'd16)
                next_state=s4;
              end
        end
     s2:begin
          if(s_valid & s_ready)
             begin
               if(s_keep==7'd0)
                 next_state=s0;
                 else if(s_keep==7'd4)
                  next_state=s1;
                  else if(s_keep==7'd8)
                  next_state=s2;
                  else if(s_keep==7'd12)
                   next_state=s3;
                   else if(s_keep==7'd16)
                  next_state=s4;
               end
         end
   s3:begin
     if(s_valid & s_ready)
          begin
            if(s_keep==7'd0)
            next_state=s0;
            else if(s_keep==7'd4)
            next_state=s1;
            else if(s_keep==7'd8)
            next_state=s2;
            else if(s_keep==7'd12)
            next_state=s3;
            else if(s_keep==7'd16)
            next_state=s4;
          end 
          end      
    s4:begin
    if(s_valid & s_ready)
              begin
                if(s_keep==7'd0)
                next_state=s0;
                else if(s_keep==7'd4)
                next_state=s1;
                else if(s_keep==7'd8)
                next_state=s2;
                else if(s_keep==7'd12)
                next_state=s3;
                else if(s_keep==7'd16)
                next_state=s4;
              end
       end          
    endcase
    end
    always@(posedge clk)
    begin
    case(next_state)
    s0:begin
        wr_ptr<=0;
       end
    s1:begin
       fifo[wr_ptr]<=s_data[3:0];
       wr_ptr<=wr_ptr+1;   
       end
    s2:begin
       fifo[wr_ptr]<=s_data[3:0];
       fifo[wr_ptr+1]<=s_data[7:4];
       wr_ptr<=wr_ptr+2;
       end
    s3:begin
       fifo[wr_ptr]<=s_data[3:0];
       fifo[wr_ptr+1]<=s_data[7:4];
       fifo[wr_ptr+2]<=s_data[12:8];
       wr_ptr<=wr_ptr+3;
       end
    s4:begin
          fifo[wr_ptr]<=s_data[3:0];
           fifo[wr_ptr+1]<=s_data[7:4];
           fifo[wr_ptr+2]<=s_data[11:8];
           fifo[wr_ptr+3]<=s_data[15:12];
           wr_ptr<=wr_ptr+4;
       end
    endcase
    end
    always@(posedge clk)
    begin
    case(next_state)
    s0:tem=0;
    s1:tem=1;
    s2:tem=2;
    s3:tem=3;
    s4:tem=4;
    endcase
    end
     always@(posedge clk)
        begin
             if(s_last==1)
               begin
                 temp<=wr_ptr;
               end
        end
        always@(posedge clk)
          begin
            if(rd_en & m_ready)
              begin
                 if(temp==rd_ptr ) 
                    begin
                       m_data={{fifo[rd_ptr+3]},{fifo[rd_ptr+2]},{fifo[rd_ptr+1]},{fifo[rd_ptr]}};
                       rd_ptr<=rd_ptr+4;
                       m_keep<=7'd16;
                       m_valid<=1;
                       m_last=1; 
                       count=0;
                    end
               else if(temp==rd_ptr+1)
                    begin
                        m_data<={{4'b0},{4'b0},{4'b0},{fifo[rd_ptr]}};
                        rd_ptr<=rd_ptr+1;
                        m_keep<=7'd4;
                        m_valid<=1;m_last=1;
                         temp=0;  
                        count=0;      
                    end
              else if(temp==rd_ptr+2)
                   begin
                       m_data<={{4'b0},{4'b0},{fifo[rd_ptr+1]},{fifo[rd_ptr]}};
                       rd_ptr<=rd_ptr+2;
                       m_keep<=7'd8;
                       m_valid<=1;
                       m_last=1; 
                       temp=0; 
                       count=0; 
                  end
             else if(temp==rd_ptr+3)
                   begin          
                      m_data<={{4'b0},{fifo[rd_ptr+2]},{fifo[rd_ptr+1]},{fifo[rd_ptr]}};
                      rd_ptr<=rd_ptr+3;
                      m_keep<=7'd12;
                      m_valid<=1;
                      m_last=1; 
                       temp=0; 
                      count=0; 
                   end 
            else
                   begin 
                       if(count+4==mem)
                       begin
                          m_data<={{4'b0},{4'b0},{4'b0},{fifo[rd_ptr]}};
                          rd_ptr<=rd_ptr+1;
                          m_keep<=7'd4;
                          m_valid<=1;
                          count<=0;
                         last<=1; 
                       end
                       else if(count+8==mem)
                                              begin
                                                 m_data<={{4'b0},{4'b0},{fifo[rd_ptr+1]},{fifo[rd_ptr]}};
                                                 rd_ptr<=rd_ptr+2;
                                                 m_keep<=7'd8;
                                                 m_valid<=1;
                                                 count<=0;
                                                last<=1; 
                                              end
                        else if(count+12==mem)
                            begin
                                  m_data<={{4'b0},{fifo[rd_ptr+2]},{fifo[rd_ptr+1]},{fifo[rd_ptr]}};
                                  rd_ptr<=rd_ptr+3;
                                  m_keep<=7'd12;
                                  m_valid<=1;
                                  count<=0;
                                   last<=1; 
                                                                    end
                       else if(count<mem)
                                              begin
                                              m_data<={{fifo[rd_ptr+3],{fifo[rd_ptr+2]},{fifo[rd_ptr+1]},{fifo[rd_ptr]}}};
                                              rd_ptr<=rd_ptr+4;
                                              m_keep<=7'd16;
                                              m_valid<=1;
                                              m_last=0;
                                              count=count+16;
                                              end
                       if(count<mem)
                       last<=0;
                       else
                       begin
                       last<=1;
                       end                   
                   end
        end
        else
                begin
                m_data<=0;
                m_valid<=0;
                m_last<=0;
                m_keep=0;
                last<=0;
                end
        end
endmodule
```
==> impl_results.rst <==
Flow metrics
------------

.. list-table::
   :header-rows: 1

   * - Metric
     - Value
   * - Run status
     - complete, no violations
   * - Family of cells with the greatest summed delay on the critical path
     - buffers and inverters
   * - Largest net degree at the start of global routing
     - 18
   * - Synth Seq Share
     - 0.7419
   * - Count of boundary I/O pins
     - approximately 70
   * - Sum of overflow across all layers after global routing
     - 0
   * - Final count of negative-setup-slack endpoints
     - 0
   * - Most used standard cells in the synthesized netlist
     - sky130_fd_sc_hd__dfxtp_1 (20), sky130_fd_sc_hd__edfxtp_1 (19), sky130_fd_sc_hd__and3_1 (18)
   * - Post-route setup slack
     - roughly 550 ps
   * - Most repeated cell in the gate-level netlist after synthesis
     - sky130_fd_sc_hd__dfxtp_1
   * - Post-Synthesis Mean Instance Area
     - 14.23 µm²
   * - Die span in x
     - 116 µm
   * - Cell Pwr Density
     - between 600 and 700 nW/µm²
   * - Post-synth EDFFs
     - 19
   * - Worst-margin pin slew
     - around 590 ps
   * - Clock tree from TritonCTS
     - built
   * - Number of diodes added for antenna fixing
     - 0
   * - Number of distinct library cells after synthesis
     - 18
   * - Non-Filler Instances
     - 251
   * - RSZ-0062 raised after global routing
     - false
   * - Proportion of register bits with asynchronous set or reset after synthesis
     - 0
   * - Class of the tightest hold or removal check
     - flip-flop to flip-flop
   * - Clock skew
     - about 3.5 ps
   * - Summed instance area of the synthesized netlist
     - 1309 µm²
   * - Overall fraction of global-route tracks in use
     - 0.04401
   * - Summed negative setup slack over all endpoints
     - 0 ps
   * - Routed via count
     - approximately 800
   * - Met3 routing resource usage after global routing
     - 0.02302
   * - Die area
     - between 10000 and 15000 µm²
   * - Top fanout value on the critical path
     - 3
   * - Buf/Inv on CP
     - 2
   * - Count of synthesis-stage warnings from yosys
     - about 67
   * - Number of slew-limit violations in the final report
     - 0
   * - Post-CTS setup buffer count
     - 0
   * - Detail-routed net length per standard cell
     - roughly 11 µm
   * - Critical path class
     - input port to output port
   * - Global-route track usage on met2
     - 0.07812
   * - Count of filler cells inserted in the layout
     - between 900 and 1000
   * - Fraction of the cycle the final worst path needs
     - 0.7890
   * - Post-DRT Antenna Nets
     - 0
   * - Part of the total power dissipated in the clock network
     - 0.321
   * - Wire length of the first global-routing pass
     - roughly 4.6 mm
   * - Flop pwr share
     - 0.580
   * - Cell count after synthesis
     - 92
   * - Stage-log warning count
     - 38
   * - Post-CTS clock slew at the launch and capture registers of the worst setup and hold paths
     - 80 ps
   * - Most common cell on crit path
     - sky130_fd_sc_hd__clkdlybuf4s50_1
   * - Primary FF master, synth
     - sky130_fd_sc_hd__dfxtp_1
   * - Clock network latency to the later pin of the worst-skew pair
     - about 280 ps
   * - Layout cell share with drive strength beyond 1
     - 0.07692
   * - Pint
     - just under 1 mW
   * - Startpoint class of the critical path
     - input port
   * - Number of placed instances with taps included
     - roughly 240
   * - Worst slack, placed
     - around 340 ps
   * - Cells in synth_stat.txt
     - between 90 and 100
   * - Post-cts gate resize count
     - 0
   * - Detailed-route vias per instance
     - roughly 3.2
   * - First DRT Iteration DRCs
     - 12
   * - Total power after layout
     - between 1 and 1.5 mW
   * - Chip Area, Yosys
     - 1309 µm²
   * - Worst setup EP type
     - output port
   * - Floorplan core density
     - 0.1479
   * - Met1 usage in global routing
     - 0.04495
   * - Vertical extent of the die
     - approximately 120 µm
   * - Core ar.
     - approximately 8800 µm²
   * - Number of hold violations in the final report
     - 0
   * - Root buffer cell
     - sky130_fd_sc_hd__clkbuf_8
   * - Max Root-Sink Buffers
     - 2
   * - Static Leak
     - ~0.76 nW
   * - Routed wire length
     - 2.877 mm
   * - GRT busiest layer
     - met2
   * - Number of CTS-inserted buffers
     - 5
   * - IO Port Bufs
     - approximately 48
   * - Part of the power in combinational logic
     - 0.098
   * - Cell row count
     - 34
   * - Maximum vdd drop
     - 0.0002083 V
   * - Slowest library cell on the worst path
     - sky130_fd_sc_hd__clkdlybuf4s50_1
   * - Initial antenna violation count
     - 0
   * - Max frequency
     - 0.4875 GHz
   * - Worst slack on hold paths
     - 481.2 ps
   * - Shortest clock period the worst path allows after layout
     - roughly 2000 ps
   * - Main area contributors
     - sky130_fd_sc_hd__edfxtp_1 (44%), sky130_fd_sc_hd__dfxtp_1 (31%), sky130_fd_sc_hd__and3_1 (8.6%)
   * - Num Clock Sinks
     - 39
   * - Leading area contributor after synthesis
     - sky130_fd_sc_hd__edfxtp_1
   * - Required time at the endpoint of the critical path
     - 2080 ps
   * - Worst EP arrival
     - ~1500 ps
   * - Net switching power
     - 0.2634 mW
   * - Number of DRC violations after detailed routing
     - 0
   * - Pre-Repair DR Iteration Count
     - 2
   * - Worst slew margin relative to its limit
     - 0.6025
   * - Number of H-tree branching levels
     - 2
   * - Hold buffer count at cts
     - 0
   * - Fraction of synthesized cell area taken by the top area cell type
     - 0.4359
   * - P&R area growth vs syn
     - 49.43%
   * - Number of max-cap violations
     - 0
   * - GPL Wtd Cong
     - roughly 0.65
   * - Crit path cell chain
     - clkdlybuf4s50_1, clkdlybuf4s50_1
   * - Switching share of power
     - 0.2147
   * - Vias in the first global route
     - around 910
   * - Yosys reg bits
     - 39
   * - Peak per-stage delay on the critical path
     - about 520 ps
metrics by stage:
stage / util / instance area, µm²
CTS: 0.2210 / 1956
floorplan: - / 1335
detailed placement: 0.2111 / 1868
global placement: 0.2111 / 1868
global route: 0.2210 / 1956
finish: 0.2210 / 1956
registers in the layout (all words and copies together) (netlist names):
name        flops
fifo           16
m_data         16
next_state      3
state           3
m_last          1
per-layer routing:
metal	up-vias	part of all wire
li1	401	-
met3	5	0.11
met5	-	0
met4	0	0.031
met1	356	0.37
met2	38	0.49
cell type report:
class                   instances  area (µm²)  area share
clock inverters                 3       18.77    0.009597
multi-input cells              44       262.8      0.1344
well taps                     108       135.1     0.06910
flip-flops and latches         39       970.9      0.4965
clock buffers                   5       68.82     0.03519
inverters                       3       11.26    0.005758
repair buffers                 49       488.0      0.2495
path summary, 6_finish.rpt:
kind,from,end,slack (ps),cells after the start
max,m_ready,s_ready,550,2
min,fifo[1][0]$_DFFE_PP_,m_data[4]$_SDFF_PN0_,480,1
max reg2reg,state[2]$_SDFF_PN1_,next_state[0]$_SDFFCE_PP0P_,1200,2
min reg2reg,fifo[1][0]$_DFFE_PP_,m_data[4]$_SDFF_PN0_,480,1
logic make-up after synthesis:
logic type      synth area share
flops                     0.7419
simple gates              0.1472
buf+inv                  0.07744
compound gates           0.02390
xor+xnor                0.006693
other cells             0.002865
power by group through the flow:
| stage | logic [mW] | clock network [mW] | registers [mW] |
|---|---|---|---|
| 4_1_cts | 0.126 | 0.415 | 0.712 |
| 6_report | 0.121 | 0.394 | 0.712 |
| 5_1_grt | 0.136 | 0.454 | 0.717 |
cells in the final DEF (no fill, tap or decap), drive strengths merged:
cell and instances:
clkdlybuf4s50 48, dfxtp 20, edfxtp 19, and3 18, conb 8, clkbuf 5
inv 4, o21ai 3, nor2 2, nand2 2, and2 2, nand3b 2
nand2b 2, xnor2 1, nor4 1, a22oi 1, a221oi 1, nor3b 1
clkinv 1, clkinvlp 1, buf 1
Power is estimated from default activity; no workload was simulated.
